==> /design/flow/design.v <==
`timescale 1ns / 1ps
module CU (clk,rst, instr, result2, operand1, operand2, offset, opcode, sel1, sel3,w_r);
    parameter DATA_WIDTH = 8;  
    parameter ADDR_BITS = 5;  
    parameter INSTR_WIDTH =20; 
    input clk,rst;
    input [INSTR_WIDTH-1:0]instr;
    input [DATA_WIDTH-1:0] result2;
    output reg [DATA_WIDTH-1:0] operand1;
    output reg [DATA_WIDTH-1:0] operand2;
    output reg [DATA_WIDTH-1:0] offset;
    output reg [3:0] opcode;
    output reg sel1, sel3, w_r;
    reg [DATA_WIDTH-1:0] regfile [0:3];
    reg [INSTR_WIDTH-1:0]instruction;
    parameter RESET = 4'b0000;
    parameter DECODE = 4'b0001;
    parameter EXECUTE = 4'b0010;
    parameter MEM_ACCESS = 4'b0100;
    parameter WRITE_BACK = 4'b1000;
    reg [3:0] state = RESET;
    always @(posedge clk) begin
        instruction = instr;
        case (state)
            RESET : begin  
                if (instruction[19:18] == 2'b00)  begin
                    state = RESET; 
                    end else begin
                    state = DECODE;  
                    end
                regfile[0]<= 8'd0;
                regfile[1]<= 8'd1;
                regfile[2]<= 8'd2;
                regfile[3]<= 8'd3;
                operand1 <= #(DATA_WIDTH)'d0;
                operand2 <= #(DATA_WIDTH)'d0;
                offset <= #(DATA_WIDTH)'d0;
                opcode <= 4'b1111;
                sel1 <= 0;
                sel3 <= 0;
                w_r <= 0;
            end
            DECODE : begin  
                state = EXECUTE;  
                if (instruction[19:18] == 2'b1) begin  
                    operand1 <= regfile[instruction[15:14]];  
                    operand2 <= regfile[instruction[13:12]];  
                    offset <= instruction[11:4];
                    opcode <= instruction[3:0];
                   sel1 <= 1;
                    sel3 <= 0;
                    w_r <= 0;
                end else if (instruction[19:18] == 2'b10) begin  
                    operand1 <= regfile[instruction[15:14]];  
                    operand2 <= regfile[instruction[17:16]];  
                    offset <= instruction[11:4];
                    opcode <= instruction[3:0];
                    sel1 <= 0;  
                    sel3 <= 1;  
                    w_r <= 0;
                end else if (instruction[19:18] == 2'b11) begin  
                   	operand1 <= regfile[instruction[15:14]];  
                 	operand2 <= regfile[instruction[19:18]];  
                    offset <= instruction[11:4];
                  	opcode <= instruction[3:0];
                  	sel1 <= 0;
                  	sel3 <= 0;
                  	w_r<= 1;
                end
            end
            EXECUTE: begin  
                state = MEM_ACCESS;  
                if (instruction[19:18] == 2'b01) begin  
                    state = WRITE_BACK;
                    operand1 <= regfile[instruction[15:14]];  
                    operand2 <= regfile[instruction[13:12]];  
                    offset <= instruction[11:4];
                    opcode <= instruction[3:0];
                    sel1 <= 1;
                    sel3 <= 0;
                    w_r <= 0;
                end else if (instruction[19:18] == 2'b10) begin  
                    operand1 <= regfile[instruction[15:14]];  
                    operand2 <= regfile[instruction[17:16]];  
                    offset <= instruction[11:4];
                    opcode <= instruction[3:0];
                    sel1 <= 0;  
                    sel3 <= 1;  
                    w_r <= 0;
                end else if (instruction[19:18] == 2'b11) begin  
                   operand1 <= regfile[instruction[15:14]];  
                  operand2 <= regfile[instruction[19:18]];  
                    offset <= instruction[11:4];
                    opcode <= instruction[3:0];
                    sel1 <= 0;  
                    sel3 <= 0;  
                    w_r <= 1;
                end
            end
            MEM_ACCESS: begin  
                state = WRITE_BACK;  
                if (instruction[19:18] == 2'b10) begin  
                    operand1 <= regfile[instruction[15:14]];  
                    operand2 <= regfile[instruction[17:16]];  
                    offset <= instruction[11:4];
                    opcode <= instruction[3:0];
                    sel1 <= 0;  
                    sel3 <= 1;  
                    w_r <= 0;
                end else if (instruction[19:18] == 2'b11) begin  
                   	operand1 <= regfile[instruction[15:14]];  
                  operand2 <= regfile[instruction[19:18]];  
                    offset <= instruction[11:4];
                    opcode <= instruction[3:0];
                    sel1 <= 0;  
                    sel3 <= 0;  
                    w_r <= 1;
                end
            end
            WRITE_BACK: begin  
                state = DECODE;  
                if (instruction[19:18] == 2'b01) begin  
                    regfile[instruction[17:16]] <= result2;  
                    operand1 <= regfile[instruction[15:14]];  
                    operand2 <= regfile[instruction[13:12]];  
                    offset <= instruction[11:4];
                    opcode <= instruction[3:0];
                    sel1 <= 1;
                    sel3 <= 0;
                    w_r <= 0;
                end else if (instruction[19:18] == 2'b11) begin  
                   regfile[instruction[17:16]] <= result2;  
                    operand1 <= regfile[instruction[15:14]];  
                  operand2 <= regfile[instruction[19:18]];  
                    offset <= instruction[11:4];
                    opcode <= instruction[3:0];
                    sel1 <= 0;
                    sel3 <= 0;
                    w_r <= 1;
                end else if (instruction[19:18] == 2'b10) begin  
                    regfile[instruction[17:16]] <= result2;  
                    operand1 <= regfile[instruction[15:14]];  
                    operand2 <= regfile[instruction[17:16]];  
                    offset <= instruction[11:4];
                    opcode <= instruction[3:0];
                    sel1 <= 0;  
                    sel3 <= 1;  
                    w_r <= 0;
                end
            end
            default:  
            state = RESET;  
        endcase
    end
endmodule
==> /design/flow/run.sh <==
#!/bin/bash
# OpenROAD 26Q1-2900-gdf79404cd8, Yosys 0.63+post, stock flow scripts
make -C /OpenROAD-flow-scripts/flow DESIGN_CONFIG=/design/flow/config.mk WORK_HOME=/design/flow/orfs finish
==> /design/flow/config.mk <==
export PLATFORM = sky130hd
export DESIGN_NAME = CU
export DESIGN_NICKNAME = CU
export VERILOG_FILES = /design/flow/design.v
export SDC_FILE = /design/flow/constraint.sdc
export NUM_CORES = 4
export LEC_CHECK = 1
export CORE_UTILIZATION = 30
==> /design/flow/constraint.sdc <==
current_design CU

set clk_period 4.0
set clk_io_pct 0.2

create_clock -name clk0 -period $clk_period [get_ports {clk}]

set non_clock_inputs [all_inputs -no_clocks]
set_input_delay [expr $clk_period * $clk_io_pct] -clock clk0 $non_clock_inputs
set_output_delay [expr $clk_period * $clk_io_pct] -clock clk0 [all_outputs]
==> flow_metrics.py <==
# Generated from Yosys and OpenROAD reports
metrics = {
    "cts": {
        "cts_hold_buf": 0,
        "post-cts-setup-buffers": 0,
        "clk_path_buf_depth": 2,
        "clock_latency_ns": 0.33,
        "clkSlewWorstSetupHoldPaths_ns": 0.06,
        "h-tree-depth": 3,
        "cell_at_the_root_of_the_clock_tree": "clkbuf_16",
        "clock_tree_from_tritoncts": "done",
        "clock-sinks": 67,
        "post_cts_resize_count": 0,
        "numCtsBuffers": 9,
    },
    "yosys": {
        "postSynthCellCount": 268,
        "synth-warning-count": 1,
        "synth.area.top_cells": "edfxtp_1, mux4_2, and2_1",
        "top_cells_by_count": "edfxtp_1, and2_1, nand2_1",
        "synth.avg_cell_area_um2": 12.97,
        "yosys_cells": 268,
        "portion_of_synthesized_cell_area_occupied_by_the_leading_cell_type_pct": 54.43,
        "ys_sh_xor_pct": 0.7559,
        "yosys.area.top_type": "edfxtp_1",
        "ys_async_sr_fraction_pct": 0,
        "synth_top_flop_cell": "edfxtp_1",
        "ys_top_logic_family": "AND-OR/OR-AND gates",
        "yosys.area_share.simple_pct": 13.61,
        "synth.area.mux_share_pct": 7.487,
        "numSynthFlops": 67,
        "synth_area_um2": 3476,
        "synth-edff-count": 63,
        "synth-area-yosys_um2": 3476,
        "synth-compound-area-share_pct": 16.95,
        "synth.lib_cells_used.distinct": 52,
        "synth_top_cell_by_count": "edfxtp_1",
        "yosys.stat.seqShare_pct": 56.73,
        "synth_adder_area_share_pct": 0,
    },
    "sta": {
        "hold_violations": 0,
        "period_minus_slack_ns": 2.887,
        "hold_ws_ns": 0.5702,
        "max-slew-margin-rel_pct": 53.59,
        "timing_max_transition_violations_final": 0,
        "layout_setup_ws_ns": 1.113,
        "rsz0062_at_grt": "no",
        "fin_tns_setup_ns": 0,
        "timing.final.crit_share_pct": 72.17,
        "maximum_achievable_frequency_ghz": 0.3464,
        "tightestPinTransition_ns": 0.6931,
        "finalClockSkew_ns": 0.005984,
        "report.final.setup_viol": 0,
    },
    "final_layout": {
        "filler_cell_count": 1016,
        "fraction_of_final_layout_cells_sized_beyond_drive_strength_1_pct": 12.39,
        "final_cells": 471,
        "final_cell_area_um2": 4513,
        "post-route-util_pct": 40.74,
        "sequential_cell_area_um2": 1972,
        "area.growth.synth_to_final_pct": 29.84,
        "multiInputGateArea_um2": 1354,
    },
    "detailed_routing": {
        "avgViaCountPerCell": 5.087,
        "postRouteAntennaNets": 0,
        "drc": 0,
        "num_vias": 2396,
        "route.final.wire_length_um": 7439,
        "first_iter_violations": 97,
        "initial_drt_pass_iterations": 4,
        "post_drt_wl_per_cell_um": 15.79,
        "num_antenna_cells": 0,
    },
    "power_and_ir_drop": {
        "p_leak_nw": 1.590,
        "totalPowerFinal_mw": 3.685,
        "ir_drop_v": 0.0002915,
        "power.density_nw_per_um2": 816.4,
    },
    "placement": {
        "globalplace.congestion": 0.7762,
        "dp.cells": 455,
        "hpwlAfterDp_um": 5285,
        "port-buffer-count": 59,
        "dp_worst_setup_slack_ns": 0.7578,
        "placedInstanceArea_um2": 4189,
    },
    "critical_path": {
        "crit_buf_inv": 1,
        "crit_path_top_delay_cell": "a32o_1",
        "cp_top_family": "AND-OR/OR-AND gates",
        "cp_data_arrival_time_ns": 2.95,
        "path_max_fanout": 10,
        "startpoint_type": "input pin",
        "worstSetupPathType": "input pin to flop",
        "required_ns": 4.06,
        "worst_path_largest_cell_delay_ns": 0.55,
        "crit_path_end_kind": "flop",
        "cell_breakdown_of_the_critical_path": "clkdlybuf4s50_1, or3b_1, a211oi_2, a32o_1, mux2i_1, o221ai_1",
    },
    "grt": {
        "grtUsageTotal_pct": 13.28,
        "grt_pass1_vias": 2282,
        "grt_overflow": 0,
        "grt_max_degree": 32,
        "antenna_found_initial": 0,
        "first_pass_grt_wire_length_um": 11690,
    },
    "worst_hold_path": {
        "min-delay-path-class": "flop to flop",
    },
    "floorplanning": {
        "die_area_um2": 12020,
        "floorplan.die.height_um": 109.6,
        "floorplan.core_area_um2": 11080,
        "fp_util_pct": 31.38,
        "die_width_um": 109.6,
        "top_level_ports": 61,
        "floorplan.rows": 38,
    },
    "status": {
        "outcome": "completed",
    },
    "flow_run": {
        "max-cap-violations": 0,
        "number_of_warnings_the_tools_reported": 26,
    },
}
cells in the final DEF (no fill, tap or decap), types with 2 or more instances in the layout:
cell type	netlist	layout
nand2_1	20	20
o221ai_1	4	4
a211oi_1	12	12
a221oi_1	8	8
clkdlybuf4s50_1	0	59
o32ai_1	4	4
or3_1	5	5
bufinv_16	0	2
edfxtp_1	63	63
dfxtp_1	4	4
mux4_2	8	8
inv_6	0	2
inv_1	13	13
a32o_1	2	2
nor4b_1	2	2
clkbuf_16	0	9
nand3_1	11	11
o21ai_0	5	5
mux2i_1	8	8
buf_4	1	6
xor2_1	2	2
a22o_1	16	16
and2_1	28	28
nor2_1	5	5
a211o_1	2	2
worst register-to-register path, stage by stage, from the launching register on:
cell,delay [ns]
dfxtp_1,0.45
or3b_1,0.46
a211oi_2,0.32
a32o_1,0.56
mux2i_1,0.28
o221ai_1,0.14
path summary, 6_finish.rpt:
kind         slack, ns  cells past startpoint     endpoint  startpoint
min               0.57                      1         sel3        sel3
min reg2reg       0.57                      1         sel3        sel3
max reg2reg       1.53                      5  operand2[7]    state[2]
max               1.11                      6  operand2[7]   instr[18]
final cells by class:
type	count	share of cell area, %
clock buffer	9	4.990
timing repair buffer	65	14.08
sequential	67	43.69
clock inverter	7	2.190
tap	140	3.881
inverter	14	1.164
multi-input combinational	169	30.00
cell families after synthesis:
kind of cell,count (synthesis)
buffers and inverters,32
AOI/OAI and AO/OA,68
xor gates and xnor gates,3
and+or+nand+nor,82
DFF,67
muxes,16
per-layer routing:
layer | wire length [um] | track usage, %
met1 | 3510 | 20.72
met2 | 3319 | 20.49
met3 | 475 | 2.779
met4 | 134 | 2.095
met5 | 0 | 0
flip-flops by register name (all words and copies together) (netlist names):
name	cells
operand2	8
opcode	4
state	4
sel3	1
operand1	8
offset	8
w_r	1
sel1	1
regfile	32
power breakdown:
part | internal [mW] | switching [mW] | total [mW]
combinational | 0.650 | 0.685 | 1.34
sequential | 1.29 | 0.214 | 1.50
clock | 0.549 | 0.297 | 0.846
Power is estimated from default activity; no workload was simulated.
